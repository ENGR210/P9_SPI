**flow/constraint.sdc**
```tcl
current_design top

set clk_period 1.2
set clk_io_pct 0.2

create_clock -name clk0 -period $clk_period [get_ports {CLK100MHZ}]

set non_clock_inputs [all_inputs -no_clocks]
set_input_delay [expr $clk_period * $clk_io_pct] -clock clk0 $non_clock_inputs
set_output_delay [expr $clk_period * $clk_io_pct] -clock clk0 [all_outputs]
```
**flow/design.v**
```verilog
`timescale 1ns/1ps
module ctrlr(
    input                   clk,
    input                   rst, 
    input           [15:0]  switches,
    output logic    [15:0]  leds,
    input                   dvalid,
    input           [7:0]   din,
    output logic    [7:0]   dout
);
localparam chip_id = 8'h07;
assign dout = chip_id; 
endmodule
`timescale 1ns / 1ps
module debounce(
    input           clk,
    input           rst, 
    input           bouncy,
    output logic    stable
    );
    localparam DELAY_CYCLES = 5; 
    localparam CNT_BITS = $clog2( DELAY_CYCLES );
    logic [CNT_BITS-1:0] cnt, nextCnt;
    always_ff @(posedge clk) begin
        if (rst) begin
            cnt <= 'h0;
        end else begin
            cnt <= nextCnt;
        end
    end
    always_comb begin
        nextCnt = 'h0; 
        if (cnt == DELAY_CYCLES) begin
            nextCnt = ( bouncy ? cnt : 'h0 ); 
        end else if (cnt != 'h0) begin
            nextCnt = cnt + 'h1;
        end else if (bouncy) begin
            nextCnt = cnt + 'h1; 
        end
    end
    assign stable =  ( cnt != 'h0 );
endmodule
`timescale 1ns/1ps
module spi(
    input               clk, 
    input               rst, 
    input               sck,  
    input               ss,   
    input               mosi,  
    output              miso,  
    input        [7:0]  din, 
    output logic [7:0]  dout,
    output logic        busy 
);
    logic rst_;  
    logic last;  
    assign rst_ = rst | ss;
    assign miso = ( rst_ ? 'hz : 'h0 ); 
    always_ff @(posedge clk) begin
        if (rst_) begin
            last <= 'h0;
            ;  
        end else begin
            last <= sck;
            ;  
        end
    end
    always_comb begin
        ;  
    end
endmodule
`timescale 1ns/1ps
module top (
    input               CLK100MHZ, 
    input               btnC, 
    input   [15:0]      sw,
    output  [15:0]      LED,
    inout [7:0]         JC
    );
logic clk;
logic rst;
logic sck;
logic mosi;
logic ss;
logic sck_;
logic ss_;
logic mosi_;
logic miso;
assign clk  = CLK100MHZ;
assign rst  = btnC;
assign sck  = JC[6];  
assign mosi = JC[5];  
assign JC[4]= miso;   
assign ss   = JC[7];  
assign JC[0] = miso;
assign JC[1] = mosi_;
assign JC[2] = sck_;
assign JC[3] = ss_;
debounce db_sclk(
    .clk,
    .rst, 
    .bouncy(sck),
    .stable(sck_)
    );
debounce db_ss(
    .clk,
    .rst,
    .bouncy(ss),
    .stable(ss_)
    );
debounce db_mosi(
    .clk,
    .rst,
    .bouncy(mosi),
    .stable(mosi_)
    );
logic [7:0] din;
logic [7:0] dout;
logic       busy;
spi spi0(
    .clk,
    .rst,
    .sck(sck_),
    .ss(ss_),
    .mosi(mosi_),
    .miso(miso),
    .din,
    .dout,
    .busy
    );
ctrlr ctrlr0(
    .clk,
    .rst,
    .switches(sw),
    .leds(LED),
    .dvalid(~busy),
    .din(dout),
    .dout(din)
);
endmodule
```
**flow/run.sh**
```bash
#!/bin/bash
# OpenROAD 26Q1-2900-gdf79404cd8, Yosys 0.63+post, stock flow scripts
make -C /OpenROAD-flow-scripts/flow DESIGN_CONFIG=/design/flow/config.mk WORK_HOME=/design/flow/orfs finish
```
**flow/config.mk**
```make
export PLATFORM = sky130hd
export DESIGN_NAME = top
export DESIGN_NICKNAME = top
export VERILOG_FILES = /design/flow/design.v
export SDC_FILE = /design/flow/constraint.sdc
export NUM_CORES = 4
export LEC_CHECK = 1
export CORE_AREA = 10 10 70 70
export DIE_AREA = 0 0 80 80
```
==> impl_metrics.tcl <==
# yosys + openroad results
set metrics [dict create \
    outcome "aborted with a tool error" \
    lastStage "global routing" \
    stop_error "[ERROR RSZ-0074] Failed to build tree from global routes for pin 'JC[7]' and net 'JC[7]' at grid (51750, 72450): found route to 5 pins, expected 4" \
    synthArstFlopShare 0 \
    synth_area_leader_cell "dfxtp_1" \
    die_y_um 80 \
    num_rows 21 \
    unconstrained_endpoints 3 \
    ys_seq_frac 0.249 \
    grt_max_degree 10 \
    pre_cts_ws_ns 0.0518 \
    ys_types 18 \
    initCoreUtil 0.212 \
    cts_max_level 1 \
    synth_warnings 19 \
    post_synth.cell_area_avg_um2 8.14 \
    cts_max_path_buffers 2 \
    numCtsBuffers 3 \
    root_buffer "clkbuf_4" \
    die_x_um 80 \
    synth_flop_count 9 \
    synth_cells 89 \
    place_area_um2 732 \
    topCellsByArea "dfxtp_1, buf_4, ha_1" \
    cts_sinks 9 \
    holdBufCountCts 0 \
    ys_cells 89 \
    gp_congestion 0.755 \
    top_logic_kind "simple AND/OR/NAND/NOR gates" \
    muxShareOfSynthArea 0 \
    synth-xor-area-share 0 \
    flop_cell "dfxtp_1" \
    ys_sh_adder 0.155 \
    yosys.area_share.aoi 0.135 \
    synth_top_area_share 0.249 \
    port_buffers 1 \
    synth.cell_area_um2 724 \
    edf_count 0 \
    dp_hpwl_mm 1.03 \
    num_io_pins 42 \
    simple_gate_share 0.233 \
    ys_chip_area_um2 724 \
]
[cell usage after synthesis (2+ instances only)]
| master | n |
|---|---|
| a21oi_1 | 8 |
| a31oi_1 | 3 |
| buf_4 | 18 |
| dfxtp_1 | 9 |
| ha_1 | 9 |
| inv_1 | 6 |
| nand2_1 | 4 |
| nand2b_1 | 12 |
| nand3_1 | 4 |
| nand3b_1 | 3 |
| nand4_1 | 2 |
| nor3_1 | 3 |
| o21ai_1 | 3 |
[per-stage QoR]
step | std cells | utilization
floorplan | 106 | -
detailed placement | 136 | 0.214
global placement | 136 | 0.214
CTS | 142 | 0.228
[what timing repair did]
action                     4_1_cts
gates cloned                     0
setup endpoints to repair        3
gates resized                    5
setup buffers                    2
[cells by family after synthesis]
| kind of cell | count (synthesis) |
|---|---|
| AOI/OAI and AO/OA | 16 |
| adders and majority gates | 9 |
| buffers and inverters | 25 |
| DFF | 9 |
| other | 1 |
| and+or+nand+nor | 29 |
